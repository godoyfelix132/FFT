==> ./design.v <==
module div
#(parameter WIDTH=32)
(
	input signed [WIDTH-1:0] dataa,
	input signed [WIDTH-1:0] datab,
	output [WIDTH-1:0] dataout
);
	assign dataout = dataa / datab;
endmodule
==> ./run.sh <==
#!/bin/bash
# OpenROAD 26Q1-2900-gdf79404cd8, Yosys 0.63+post, stock flow scripts
make -C /OpenROAD-flow-scripts/flow DESIGN_CONFIG=/design/flow/config.mk WORK_HOME=/design/flow/orfs finish
==> ./config.mk <==
export PLATFORM = sky130hd
export DESIGN_NAME = div
export DESIGN_NICKNAME = div
export VERILOG_FILES = /design/flow/design.v
export SDC_FILE = /design/flow/constraint.sdc
export NUM_CORES = 4
export LEC_CHECK = 1
export CORE_UTILIZATION = 30
==> ./constraint.sdc <==
current_design div

set clk_period 459.1
set clk_io_pct 0.2

create_clock -name clk0 -period $clk_period

set non_clock_inputs [all_inputs -no_clocks]
set_input_delay [expr $clk_period * $clk_io_pct] -clock clk0 $non_clock_inputs
set_output_delay [expr $clk_period * $clk_io_pct] -clock clk0 [all_outputs]
==> results_slide.txt <==
Key Metrics from the Run

Yosys
  • Leading cell types by total area after synthesis: sky130_fd_sc_hd__ha_1, sky130_fd_sc_hd__xnor2_1, sky130_fd_sc_hd__a21oi_1
  • Top post-synthesis cells by count: sky130_fd_sc_hd__ha_1, sky130_fd_sc_hd__nor2_1, sky130_fd_sc_hd__nand2_1, sky130_fd_sc_hd__a21oi_1, sky130_fd_sc_hd__xnor2_1
  • YS chip area: 31000 sq um
  • Cell variety after synth: 100
  • Post-synthesis instance area: 31000 sq um
  • Area leader share: 0.215
  • Cells after synthesis: 4614
  • Mean Syn Cell Area: 6.72 sq um
  • Seq share, synth: 0
  • Synth top cell by count: sky130_fd_sc_hd__ha_1
  • # Cells Yosys: 4614
  • Area leader, netlist: sky130_fd_sc_hd__ha_1
  • Synth warnings: 0

Floorplan
  • Die Outline Area: 105000 sq um
  • Die X: 323 um
  • Pre-Place Util: 0.304
  • Core box area: just over 100000 sq um
  • Number of I/O pins: 96
  • Y dimension of the die: between 300 and 400 um
  • Row Count: 117

Routing
  • Detailed-route wire length: 142000 um
  • Tally of nets with antenna violations remaining after routing: 0
  • Initial DRC Count: 3383
  • Number of detailed-route iterations in the first pass: 6
  • Avg Vias per Cell: 6.01
  • DRC: 0
  • DR vias: 36400
  • Avg WL per Cell: approximately 24 um

Cells and area
  • Flops: 0
  • Number of clock buffer instances in the layout: 0
  • Filler instances: 11000
  • Combined flip-flop and latch cell area: 0 sq um
  • Area delta synth->final: 10.7%
  • Final cell area excluding filler cells: 34300 sq um
  • Fraction of layout cells with a size suffix above 1: 0.0711
  • Final core utilization: 0.336

Worst setup path
  • Kind of launch point of the worst setup path: input port
  • CP arrival: 189.33 ns
  • CP Buf/Inv Count: 24
  • Worst Setup Path Type: input port to output port
  • Critical Path Fanout Max: 37
  • Largest delay contributor family on the critical path: AND-OR/OR-AND gates
  • Critical path's most frequent cell: sky130_fd_sc_hd__ha_1
  • Biggest cell delay along the critical path: 0.89 ns
  • Crit path DRT: around 370 ns
  • Slowest CP cell: sky130_fd_sc_hd__o41ai_1
  • Critical Path Sink Type: output port

Clocking
  • Setup fix buffers added after clock tree synthesis: 0
  • Post-cts hold-fix buffer tally: 0
  • Cells resized by post-CTS repair: 0

Job
  • Count of max-cap constraint violations: 0
  • Total tool warning count: 33

Power and ir drop
  • Pleak: 15.0 nW
  • IR drop worst, VDD: around 3.5 uV
  • Tot Pwr: 0.104 mW
  • Pwr dens: between 3 and 4 nW/um^2

Placed design
  • Placed cell area: 34300 sq um
  • GPL Wtd Cong: 1.07
  • Final HPWL DP: about 120000 um
  • Number of input and output port buffers inserted: 96

GRT
  • GRT Total Usage: 0.269
  • Wire length of the first global-routing pass: between 200000 and 250000 um
  • Vias in the first global route: 33600
  • Sum of overflow across all layers after global routing: 0
  • Pin count of the biggest net entering global routing: roughly 54
  • Antenna violations before repair: 6

Timing
  • Worst-margin pin slew: 1.18 ns
  • RSZ-0062 raised after global routing: false
  • Remaining max-slew budget at the tightest pin: 0.211
  • Hold Fails Final Rpt: 0
  • Min Hold Slack: roughly 190 ns
  • Final period util: 0.612
  • F_max: roughly 0.0036 GHz
  • Post-Route Setup TNS: 0 ns
  • Clock period minus final worst setup slack: 281.15 ns
  • Final count of pins violating max slew: 0
  • Final setup violating endpoints: 0

Run status
  • Outcome: completed

Min path
  • Type of the tightest min-delay check: input port to output port
## worst paths after layout
path	start	end	slack, ns	depth (start not counted)
setup / recovery	datab[0]	dataout[14]	177.95	344
hold / removal	datab[31]	dataout[17]	185.15	7
## per-stage QoR
step | worst slack, ns | std cells
floorplan | 197.79 | 4614
finish | 177.95 | 6054
detailed placement | 180.69 | 6051
CTS | 180.39 | 6051
global route | 172.76 | 6054
global placement | 181.33 | 6051
## placed cells by master, fill, tap and decap left out, types with 16 or more instances in the layout
| cell | n |
|---|---|
| sky130_fd_sc_hd__o31ai_1 | 52 |
| sky130_fd_sc_hd__nor2b_1 | 59 |
| sky130_fd_sc_hd__inv_1 | 142 |
| sky130_fd_sc_hd__mux2_2 | 82 |
| sky130_fd_sc_hd__a21oi_1 | 404 |
| sky130_fd_sc_hd__nand2_1 | 448 |
| sky130_fd_sc_hd__nand2b_1 | 54 |
| sky130_fd_sc_hd__a211oi_1 | 37 |
| sky130_fd_sc_hd__and3_1 | 50 |
| sky130_fd_sc_hd__a221o_1 | 17 |
| sky130_fd_sc_hd__nand4_1 | 76 |
| sky130_fd_sc_hd__o41ai_1 | 19 |
| sky130_fd_sc_hd__clkdlybuf4s50_1 | 94 |
| sky130_fd_sc_hd__buf_4 | 123 |
| sky130_fd_sc_hd__ha_1 | 532 |
| sky130_fd_sc_hd__a211o_1 | 29 |
| sky130_fd_sc_hd__o22ai_1 | 16 |
| sky130_fd_sc_hd__nor3_1 | 174 |
| sky130_fd_sc_hd__a31oi_1 | 84 |
| sky130_fd_sc_hd__o21a_1 | 121 |
| sky130_fd_sc_hd__a21boi_0 | 19 |
| sky130_fd_sc_hd__xnor2_1 | 249 |
| sky130_fd_sc_hd__and2_1 | 42 |
| sky130_fd_sc_hd__nor2_1 | 525 |
| sky130_fd_sc_hd__nor4_1 | 36 |
| sky130_fd_sc_hd__o21bai_1 | 36 |
| sky130_fd_sc_hd__nand3_1 | 111 |
| sky130_fd_sc_hd__a21o_1 | 178 |
| sky130_fd_sc_hd__or4_1 | 20 |
| sky130_fd_sc_hd__o211ai_1 | 42 |
| sky130_fd_sc_hd__o21ai_0 | 243 |
| sky130_fd_sc_hd__xor2_1 | 155 |
| sky130_fd_sc_hd__or3_1 | 68 |
| sky130_fd_sc_hd__mux2i_1 | 21 |
| sky130_fd_sc_hd__or2_2 | 43 |
## final cells by class
| cell class | instances | area [sq um] | share of cell area |
|---|---|---|---|
| Multi-Input combinational cell | 4321 | 30200 | 0.880 |
| Timing Repair Buffer | 219 | 1870 | 0.0546 |
| Tap cell | 1368 | 1710 | 0.0499 |
| Inverter | 143 | 537 | 0.0156 |
| Antenna cell | 3 | 7.51 | 0.000219 |
## cells by family (layout without fill, tap and decap cells)
| family | after synthesis | count (layout) | share of synthesized area |
|---|---|---|---|
| simple gates | 1763 | 1763 | 0.272 |
| compound gates | 1495 | 1495 | 0.318 |
| xor+xnor | 425 | 425 | 0.120 |
| buf+inv | 293 | 362 | 0.0369 |
| mux | 106 | 106 | 0.0377 |
| fa+ha+maj | 532 | 532 | 0.215 |
| other cells | 0 | 3 | 0 |
## power by group
group            internal, mW  switching (mW)  leakage, nW
clock network  0.000000000896               0    0.0000190
logic                  0.0432          0.0609         15.0
registers                   0               0            0
total                  0.0432          0.0609         15.0
## metal layers
| layer | track usage | vias to the layer above | routed length (um) |
|---|---|---|---|
| met5 | 0 | - | 19 |
| met4 | 0.0870 | 4 | 5700 |
| met3 | 0.0431 | 300 | 13000 |
| met2 | 0.406 | 1652 | 59900 |
| met1 | 0.388 | 17000 | 63700 |
| li1 | - | 17400 | - |
Power is estimated from default activity; no workload was simulated.
