$ cat design.v
module mult
#(parameter WIDTH=16)
(
	input signed [WIDTH-1:0] dataa,
	input signed [WIDTH-1:0] datab,
	output [2*WIDTH-1:0] dataout
);
	assign dataout = dataa * datab;
endmodule
$ cat run.sh
#!/bin/bash
# OpenROAD 26Q1-2900-gdf79404cd8, Yosys 0.63+post, stock flow scripts
make -C /OpenROAD-flow-scripts/flow DESIGN_CONFIG=/design/flow/config.mk WORK_HOME=/design/flow/orfs finish
$ cat config.mk
export PLATFORM = sky130hd
export DESIGN_NAME = mult
export DESIGN_NICKNAME = mult
export VERILOG_FILES = /design/flow/design.v
export SDC_FILE = /design/flow/constraint.sdc
export NUM_CORES = 4
export LEC_CHECK = 1
export CORE_UTILIZATION = 30
$ cat constraint.sdc
current_design mult

set clk_period 23.3
set clk_io_pct 0.2

create_clock -name clk0 -period $clk_period

set non_clock_inputs [all_inputs -no_clocks]
set_input_delay [expr $clk_period * $clk_io_pct] -clock clk0 $non_clock_inputs
set_output_delay [expr $clk_period * $clk_io_pct] -clock clk0 [all_outputs]
==> run_results.csv <==
group,metric,value,unit
run_status,status,"finished clean",
yosys,syn_area,9911,sq um
finish,final_cell_mix,"inv_1, fa_1, nand2_1, and2_1, ha_1",
route,vias_per_cell,4.475,
setup_path,path_class,"input port to output pin",
flow_run,cap_violations,0,
setup_path,critPathArrivalTime,12330,ps
yosys,synthCells,1093,
route,ant_nets,0,
finish,final_common_cell,"inv_1",
yosys,yosys.area_share.xor_xnor,3.270,%
final_timing,fmax,0.05884,GHz
finish,area_growth,10.95,%
grt,grt_usage,15.66,%
finish,clock_buffers,0,
setup_path,startpoint_type,"input port",
final_timing,fin_crit,16990,ps
route,drtIter0Drc,240,
floorplanning,rows,66,
min_path,hp-class,"input port to output pin",
finish,combGateArea,8676,sq um
finish,fin_area,11000,sq um
route,dr.pass1.iters,4,
setup_path,required,18640,ps
placement,place_ws,6308,ps
floorplanning,die_width,183.8,um
route,vias,7008,
yosys,yosys-dominant-comb-family,"adder cells",
route,wl_per_cell,14.80,um
placement,numPortBuffers,64,
floorplanning,ioPinCount,64,
final_timing,hold_viol_final,0,
grt,grt_pass1_vias,7376,
yosys,adder_share,63.27,%
floorplanning,dieArea,33770,sq um
final_timing,postLayoutSetupSlackWorst,6305,ps
placement,dpl-instance-area,11000,sq um
floorplanning,fp-utilization,30.46,%
yosys,ys_chip_area,9911,sq um
floorplanning,die_y,183.8,um
min_path,min_delay_path_depth,4,
yosys,mux_area_share,0,%
flow_run,tool_warnings,32,
grt,grt_max_degree,17,
yosys,synth_warnings,0,
finish,fin_util,33.79,%
route,drcViolationCount,0,
finish,flops,0,
finish,fill_cells,3411,
finish,drive_gt1_share,1.157,%
clock_tree,post_cts_resize_count,0,
grt,use_met1,23.62,%
clock_tree,hold_buffers,0,
final_timing,tightest_slew,779.4,ps
clock_tree,post_cts_buffers,0,
final_timing,setup-tns-final,0,ps
setup_path,cp_max_fo,16,
placement,dpl.hpwl,20.12,mm
yosys,yosysUniqueCellTypes,43,
final_timing,grt_setup_unrepaired,"no",
final_timing,period_used_share,72.94,%
placement,gp_congestion,0.9053,
yosys,ys_seq_share,0,%
yosys,aoi_share,5.264,%
floorplanning,fp.coreArea,32540,sq um
final_timing,setup_viol,0,
grt,met2_usage,22.65,%
yosys,ys_cells,1093,
final_timing,drv_slew,0,
grt,busiest_layer,"met1",
route,wl,23.17,mm
grt,grt_pass1_wl,39.16,mm
finish,seq_area,0,sq um
grt,antenna_found_initial,0,
yosys,ys_sh_simple,15.73,%
route,n_antenna_cell,0,
yosys,synth.avg_cell_area,9.067,sq um
grt,overflow,0,
grt,grt.met3_usage,6.624,%
setup_path,endpoint_kind,"output pin",
final_timing,whs,10450,ps
final_timing,relSlewSlack,47.88,%
-- worst paths after layout --
| path | endpoint | startpoint |
|---|---|---|
| setup / recovery | dataout[30] | datab[1] |
| hold / removal | dataout[0] | dataa[0] |
-- cell families (layout without fill, tap and decap cells) --
group                      Yosys count  in the layout
adders and majority gates          344            344
buffers and inverters              328            359
and+or+nand+nor                    312            312
AOI/OAI and AO/OA                   72             72
xor gates and xnor gates            37             37
-- final cells by class --
cell class,instances,area share [%]
inverters,290,9.900
multi-input cells,765,78.90
well taps,442,5.030
repair buffers,69,6.168
-- critical path, cell delays in order --
cell	delay, ps
clkdlybuf4s50_1	960
nand2_1	210
inv_1	170
fa_1	540
fa_1	820
fa_1	510
fa_1	520
fa_1	510
inv_1	50
fa_1	500
inv_1	50
ha_1	330
and3_1	350
nand3_1	110
or4b_1	490
a21oi_1	360
o41ai_2	190
o2111ai_1	210
a21oi_1	100
xnor2_1	170
clkdlybuf4s50_1	480
-- through the flow --
stage,cells
finish,1566
global placement,1566
detailed placement,1566
floorplan,1093
global route,1566
CTS,1566
-- Yosys cell counts --
library cell | n | area [sq um]
and3_1 | 6 | 37.54
a2111oi_0 | 1 | 8.760
nand2b_1 | 4 | 25.02
buf_4 | 1 | 7.510
a31oi_1 | 7 | 43.79
a21o_4 | 1 | 15.01
o41ai_4 | 1 | 27.53
o41ai_1 | 1 | 8.760
a21oi_1 | 17 | 85.08
nand3_1 | 5 | 25.02
o211ai_1 | 2 | 15.01
and3_4 | 1 | 11.26
o311ai_1 | 1 | 8.760
o21a_1 | 2 | 15.01
o21ai_0 | 6 | 30.03
fa_1 | 262 | 5245
nor2b_1 | 1 | 6.260
inv_1 | 290 | 1089
nor3_1 | 5 | 25.02
a311oi_1 | 1 | 8.760
nor2_1 | 26 | 97.59
a21boi_0 | 1 | 7.510
xnor2_1 | 27 | 236.5
and2_1 | 122 | 763.2
nand4_1 | 3 | 18.77
a21oi_2 | 2 | 17.52
xor2_1 | 10 | 87.58
o2111ai_1 | 1 | 8.760
nor4_1 | 1 | 6.260
o31a_1 | 1 | 8.760
a21o_1 | 18 | 135.1
or2_2 | 2 | 12.51
o41ai_2 | 1 | 16.27
a211oi_1 | 1 | 7.510
or4b_1 | 2 | 20.02
clkbuf_1 | 37 | 138.9
nand4b_1 | 1 | 8.760
ha_1 | 82 | 1026
o21bai_1 | 4 | 30.03
a221oi_1 | 1 | 8.760
or3_1 | 1 | 6.260
nand2_1 | 132 | 495.5
o31ai_1 | 2 | 15.01
-- per-layer routing --
metal  share of wire [%]  up-vias
met4                0.98        0
met1                  44     3479
met2                  44      277
met3                  11       12
li1                    -     3240
met5                   0        -
