[design/flow/config.mk]
export PLATFORM = sky130hd
export DESIGN_NAME = binary_counter
export DESIGN_NICKNAME = binary_counter
export VERILOG_FILES = /design/flow/design.v
export SDC_FILE = /design/flow/constraint.sdc
export NUM_CORES = 4
export LEC_CHECK = 1
export CORE_UTILIZATION = 30
[design/flow/constraint.sdc]
current_design binary_counter

set clk_period 4.2
set clk_io_pct 0.2

create_clock -name clk0 -period $clk_period [get_ports {clk}]

set non_clock_inputs [all_inputs -no_clocks]
set_input_delay [expr $clk_period * $clk_io_pct] -clock clk0 $non_clock_inputs
set_output_delay [expr $clk_period * $clk_io_pct] -clock clk0 [all_outputs]
[design/flow/design.v]
module binary_counter
#(parameter WIDTH=32)
(
	input clk, enable, reset,
	output reg [WIDTH-1:0] count
);
	always @ (posedge clk or posedge reset)
	begin
		if (reset)
			count <= 0;
		else if (enable == 1'b1)
			count <= count + 1;
	end
endmodule
[design/flow/run.sh]
#!/bin/bash
# OpenROAD 26Q1-2900-gdf79404cd8, Yosys 0.63+post, stock flow scripts
make -C /OpenROAD-flow-scripts/flow DESIGN_CONFIG=/design/flow/config.mk WORK_HOME=/design/flow/orfs finish
==> out/summary.rpt <==
RUN STATUS
--------------------------------------------------------------------------------------------------------
Result of the run                                                                           complete, no violations

CELLS AND AREA
--------------------------------------------------------------------------------------------------------
Max FFs per register                                                                                  32
Share of final-layout standard cells stronger than drive strength 1                                10.2%
Biggest register                                                                                   count
Final design area excluding fillers                                                           2020 sq um
Post-layout utilization of the core                                                                42.1%
Area grow syn2layout                                                                               33.5%
Registers with the most flip-flops                                                            count (32)

PLACEMENT
--------------------------------------------------------------------------------------------------------
HPWL after detailed placement                                                                    1.99 mm
Final weighted congestion in routability-driven placement                                          0.832
DP Area                                                                                       1930 sq um
Worst slack at placement                                                                         1690 ps
PortBufs                                                                                              34

STA
--------------------------------------------------------------------------------------------------------
Achievable clock frequency                                                                     0.444 GHz
Total negative slack                                                                                0 ps
Final Skew                                                                                       6.36 ps
Setup ws final                                                                                   1950 ps
Number of slew-limit violations in the final report                                                    0
Least-Margin Pin Slew                                                                             400 ps
Setup Viol. Count Final                                                                                0
Final-report hold violation count                                                                      0
Final hold slack                                                                                  472 ps
Min Clock Period, post-route                                                                     2250 ps
RSZ-0062 raised after global routing                                                               false
Rel. slew slack                                                                                    73.1%
Post-route clock period utilization                                                                53.6%

SYNTHESIS
--------------------------------------------------------------------------------------------------------
Post-synthesis average cell area                                                              12.0 sq um
Total standard cell area after synthesis                                                      1510 sq um
Post-synthesis register bit count                                                                     32
Gate Count Post-Synth                                                                                126
Chip area estimate from yosys synthesis                                                       1510 sq um
Part of the Yosys area used for sequential elements                                                53.0%
Synthesis warning total                                                                                1
Synth async-reset ratio                                                                             100%
Dominant flop cell                                                                          sky130_fd_sc_hd__dfrtp_1
Number of synthesized flops with an enable pin                                                         0
Cell count listed in synth_stat.txt                                                                  126
Synth cell count leaders                                                                    32 x sky130_fd_sc_hd__dfrtp_1, 18 x sky130_fd_sc_hd__xor2_1, 13 x sky130_fd_sc_hd__xnor2_1, 11 x sky130_fd_sc_hd__nand2_1, 8 x sky130_fd_sc_hd__nand3_1
Area share of the largest cell type after synthesis                                                53.0%
Distinct lib cells                                                                                    26
Top cells, area                                                                             sky130_fd_sc_hd__dfrtp_1 53%, sky130_fd_sc_hd__xor2_1 10%, sky130_fd_sc_hd__xnor2_1 7.5%
Most frequent cell after synthesis                                                          sky130_fd_sc_hd__dfrtp_1
Cell type with the largest total area                                                       sky130_fd_sc_hd__dfrtp_1

FLOW RUN
--------------------------------------------------------------------------------------------------------
Tool Warnings                                                                                         25
Total of max-cap violations                                                                            0

CLOCKING
--------------------------------------------------------------------------------------------------------
CTS HTree Levels                                                                                       2
Clock Sinks                                                                                           32
Clock latency at the later pin of the worst-skew pair                                             280 ps
Total setup buffers inserted after CTS                                                                 0
Clock tree from TritonCTS                                                                           done
Number of buffers between clock root and the deepest sink                                              2
Post-CTS clock slew at the launch and capture registers of the worst setup and hold paths          70 ps
Post-CTS resize count                                                                                  0
Hold-fix buffers at CTS                                                                                0
Root cell of the clock tree                                                                 sky130_fd_sc_hd__clkbuf_8
Number of clock buffers inserted by TritonCTS                                                          5

WORST HOLD PATH
--------------------------------------------------------------------------------------------------------
Hold-critical path depth                                                                               1
Worst hold start                                                                               count[31]
Destination of the worst hold path                                                             count[31]
Worst min-delay path category                                                               flip-flop to flip-flop

ROUTING
--------------------------------------------------------------------------------------------------------
First-pass iteration count of the detailed router                                                      6
Total via count in the routed design                                                                1047
Number of diodes                                                                                       0
DRC viols                                                                                              0
Routed Antenna Nets                                                                                    0
Iteration-0 DRC count of the detailed router                                                          54
Total detailed-routing wirelength                                                                2.83 mm
Number of vias per cell                                                                             4.47
Average detailed-routed wire length per instance                                                 12.1 um

CRITICAL PATH
--------------------------------------------------------------------------------------------------------
Worst path top cell family by delay                                                         simple AND/OR/NAND/NOR gates
Critical path's slowest cell                                                                sky130_fd_sc_hd__clkdlybuf4s50_1
Critical Path AT                                                                                 2460 ps
Cell breakdown of the critical path                                                         clkdlybuf4s50_1, and3_1, nand3_2, nor4_1, xor2_1
Number of buffers and inverters on the critical path                                                   1
Kind of critical path                                                                       input pin to flip-flop
Number of cells on the worst reg-to-reg path                                                           5
Data required time of the critical path                                                          4410 ps
Nature of the critical path endpoint                                                           flip-flop
Reg2reg start                                                                                   count[0]
Worst flop-to-flop path endpoint                                                               count[26]
Path length in cells of the critical path                                                              5
Crit path max fanout                                                                                   7
Largest stage delay, worst path                                                                   570 ps
Register-to-register path setup slack                                                            2500 ps
Critical Path Source Type                                                                      input pin

PWR
--------------------------------------------------------------------------------------------------------
Leakage power total                                                                             0.922 nW
Worst IR drop on VDD                                                                          0.000293 V
Pwr Density                                                                                  367 nW/um^2

GLOBAL ROUTING
--------------------------------------------------------------------------------------------------------
Pin count of the biggest net entering global routing                                                  33
Global router's overall resource usage                                                             11.8%
Wire length of the first global-routing pass                                                     4.76 mm
Antenna violations before repair                                                                       0
Overflow left after global routing                                                                     0
Number of global-route vias before repair                                                           1009

DIE
--------------------------------------------------------------------------------------------------------
Initial core utilization                                                                           31.6%
Top Ports                                                                                             35
Die Ht                                                                                           73.0 um
Number of core rows                                                                                   25
Chip area                                                                                     5320 sq um
Total core area                                                                               4790 sq um
Horiz. Die Dim                                                                                   73.0 um

## cell type report
type	instances	area (sq um)
sequential	32	801
fill	433	2770
timing repair buffer	35	348
clock buffer	8	90.1
inverter	3	11.3
multi-input combinational	89	682
tap	67	83.8
## placed cells by master (no fill, tap or decap)
cell	synthesis	final
sky130_fd_sc_hd__ha_1	1	1
sky130_fd_sc_hd__nand2_1	11	11
sky130_fd_sc_hd__nand3_2	1	1
sky130_fd_sc_hd__and4_1	3	3
sky130_fd_sc_hd__nor4_4	2	2
sky130_fd_sc_hd__nand4_4	1	1
sky130_fd_sc_hd__nor3_1	6	6
sky130_fd_sc_hd__nand2b_1	1	1
sky130_fd_sc_hd__mux2_2	1	1
sky130_fd_sc_hd__dfrtp_1	32	32
sky130_fd_sc_hd__nand3_4	1	1
sky130_fd_sc_hd__nor4b_2	1	1
sky130_fd_sc_hd__clkbuf_1	0	2
sky130_fd_sc_hd__xor2_1	18	18
sky130_fd_sc_hd__nor3b_1	1	1
sky130_fd_sc_hd__nor2_1	4	4
sky130_fd_sc_hd__buf_4	0	1
sky130_fd_sc_hd__nand4_1	4	4
sky130_fd_sc_hd__clkdlybuf4s50_1	0	34
sky130_fd_sc_hd__and4_2	1	1
sky130_fd_sc_hd__inv_1	3	3
sky130_fd_sc_hd__clkbuf_8	0	6
sky130_fd_sc_hd__and2_1	2	2
sky130_fd_sc_hd__nand3_1	8	8
sky130_fd_sc_hd__and3_1	4	4
sky130_fd_sc_hd__and4_4	2	2
sky130_fd_sc_hd__nor4_1	3	3
sky130_fd_sc_hd__xnor2_1	13	13
## layer usage
layer / share of wire, % / up-vias / track usage, % / wire (um)
met3: 6.7 / 4 / 2.94 / 189
met1: 49 / 496 / 19.6 / 1380
met5: 0 / - / 0 / 0
met4: 1.1 / 0 / 1.74 / 31
met2: 43 / 33 / 16.6 / 1230
li1: - / 514 / - / -
## worst max path at each step
stage | from | to | slack, ps
after CTS | enable | count[26] | 1980
after global routing | enable | count[25] | 1880
final | enable | count[26] | 1950
## cell families (layout without fill, tap and decap cells)
group,count (synthesis),after routing,share of synthesized area (%)
and+or+nand+nor,56,56,25.6
muxes,1,1,0.746
xor gates and xnor gates,31,31,18.0
adders and majority gates,1,1,0.828
buffers and inverters,5,46,1.82
DFF,32,32,53.0
## stage by stage
stage / power [mW] / std cells
3_5_place_dp: 0.504 / 226
6_report: 0.739 / 234
4_1_cts: 0.749 / 234
2_1_floorplan: 0.429 / 126
3_3_place_gp: 0.507 / 226
5_1_grt: 0.779 / 234
## where the power goes
group,total [mW],internal [mW],switching (mW)
clock,0.237,0.133,0.103
combinational,0.118,0.0840,0.0335
sequential,0.384,0.341,0.0435
No activity file was given, so power comes from the tool's default toggle rates.
